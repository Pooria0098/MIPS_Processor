===== flow/constraint.sdc =====
current_design ALU_32

set clk_period 9.1
set clk_io_pct 0.2

create_clock -name clk0 -period $clk_period [get_ports {clk}]

set non_clock_inputs [all_inputs -no_clocks]
set_input_delay [expr $clk_period * $clk_io_pct] -clock clk0 $non_clock_inputs
set_output_delay [expr $clk_period * $clk_io_pct] -clock clk0 [all_outputs]

===== flow/run.sh =====
#!/bin/bash
# OpenROAD 26Q1-2900-gdf79404cd8, Yosys 0.63+post, stock flow scripts
make -C /OpenROAD-flow-scripts/flow DESIGN_CONFIG=/design/flow/config.mk WORK_HOME=/design/flow/orfs finish

===== flow/config.mk =====
export PLATFORM = sky130hd
export DESIGN_NAME = ALU_32
export DESIGN_NICKNAME = ALU_32
export VERILOG_FILES = /design/flow/design.v
export SDC_FILE = /design/flow/constraint.sdc
export NUM_CORES = 4
export LEC_CHECK = 1
export CORE_UTILIZATION = 40

===== flow/design.v =====
`timescale 1ns / 1ps
module ALU_32(
    output reg Zero,
    output reg [31:0] ALU_Result,
    input [3:0] ALU_Operation,
    input [31:0] in_left,
    input [31:0] in_right,
	 input clk
    );
	reg [31:0] internal_ALU_Result;
	reg internal_Zero;
	always@(in_left,in_right,ALU_Operation)begin
		if(in_left==in_right)
			internal_Zero=1'b1;
		else
			internal_Zero=1'b0;
		case(ALU_Operation)
			0: internal_ALU_Result = in_left & in_right;
			1:	internal_ALU_Result = in_left | in_right;
			2: internal_ALU_Result = in_left + in_right;
			6:	internal_ALU_Result = in_left - in_right;
			7:	internal_ALU_Result = (in_left < in_right) ? in_left : in_right;
			12:internal_ALU_Result = ~(in_left | in_right);
			default:internal_ALU_Result = 32'bX;
		endcase
	end
	always@(posedge clk)begin
		Zero <= internal_Zero;
		ALU_Result <= internal_ALU_Result;
	end
endmodule

==> qor.yml <==
final_cells: 1212
ys_cells: 931
status: "finished clean"
track_usage_pct: 25.6
vias: 6785
max_freq_mhz: 172
ys_seq_share_pct: 10.1
top_area_cell: "ha_1"
enable_flop_cells: 0
rsz0062_at_grt: "false"
grt_max_degree: 45
finalHoldViolations: 0
drt-initial-drc-count: 481
fin_crit_ns: 5.80
cts.clk_slew.worst_paths_ns: 0.06
cap_viol_max_count: 0
critPathCaptureType: "flip-flop"
worstPathMaxFanout: 21
overflow: 0
ctsLongestPathBuffers: 2
ys.flop_type: "dfxtp_1"
syn_area_sq_um: 6530
crit_chain: "clkdlybuf4s50_1 -> inv_1 -> ha_1 -> nor2b_1 -> or3_4 -> a311oi_4 -> nor2_2 -> a211o_4 -> a21boi_4 -> buf_4 -> mux2i_1 -> a2111oi_0 -> nor4_1"
crit_start: "in_left[3]"
cp.required_ns: 9.27
cts_buffers: 5
cp_slowest_cell: "clkdlybuf4s50_1"
grtUsageMet3_pct: 2.34
hold_class: "in2reg"
grt_pass1_wl_mm: 33.2
htreeDepth: 2
cts_resized: 0
yosysWarnings: 1
cts_tree: "yes"
slowest_delay_ns: 0.51
hpwl_mm: 15.9
openroad.warnings: 101
synth_cell_types: 71
port_buffers: 101
critPathBufInv: 3
synthTopCellsByArea: "ha_1, dfxtp_1, a21oi_1, nor2_1, mux2i_1"
top_area_share_pct: 20.7
worst_slew_pin_slew_ns: 1.00
use_met2_pct: 39.6
antenna_found_initial: 0
drc_errors: 0
cts.sinks: 33
root_buffer: "clkbuf_16"
p_leak_uw: 0.00351
place.gp.congestion: 0.975
yosys_area_sq_um: 6530
hp-start: "in_right[13]"
slew_headroom_pct: 33.3
start_kind: "input pin"
grt_util_met1_pct: 39.2
die_area_sq_um: 16800
arrival_ns: 5.97
crit_type: "in2reg"
ios: 102
final_area_sq_um: 7820
areaGrowthSynthToFinish_pct: 19.7
post_dp_cell_area_sq_um: 7660
grt.busiest_layer: "met2"
grt_pass1_vias: 6247
dr.pass1.iters: 7
period_used_pct: 63.8
async_reset_ff_share_pct: 0
rows: 46
die_y_microns: 130
design.core.area_sq_um: 15900
ir_drop_uv: 69.4
ys_ff: 33
critPathTopFamily: "AND-OR/OR-AND gates"
report.final.slew_viol_count: 0
synthCells: 931
drt_wl_total_mm: 21.1
powerDensity_nw_per_um2: 102
routed_via_density: 5.60
avgSynthCellArea_sq_um: 7.01
drive_above_1_share_pct: 3.41
whs_ns: 2.33
dp.cells: 1204
postRouteAntennaNets: 0
post_cts_buffers: 0
holdBufCountCts: 0
fp_util_pct: 41.1
setup_tns_ns: 0
wire_per_inst_microns: 17.4
finalSetupViolCount: 0
die_w_microns: 130
antennaDiodeCount: 0
cell usage after synthesis (16+ instances only):
library cell  count
a211oi_1         16
a21oi_1         114
a221oi_1         16
a31oi_1          16
clkbuf_1         47
dfxtp_1          33
ha_1            108
inv_1            94
mux2i_1          37
nand2_1          47
nand3_1          17
nor2_1          116
nor3_1           16
o21ai_0          36
xnor2_1          25
path summary, 6_finish.rpt:
| path | end | slack [ns] | cells after the start |
|---|---|---|---|
| setup / recovery | ALU_Result[27] | 3.30 | 13 |
| hold / removal | ALU_Result[13] | 2.33 | 5 |
through the flow:
stage               setup WS, ns  power, uW  utilization, %
floorplan                   4.56        447               -
global placement            3.10        598            48.2
detailed placement          2.99        596            48.2
CTS                         3.28        800            49.2
global route                3.09        854            49.2
finish                      3.30        795            49.2
final cells by class:
type	instances	area [sq um]
clock buffers	7	153
flip-flops and latches	33	661
multi-input cells	749	5280
inverters	95	357
fillers	1611	8070
clock inverters	1	5.00
repair buffers	111	1090
well taps	216	270
cell families after synthesis:
family | share of synthesized area [%]
buf+inv | 8.99
xor+xnor | 3.62
mux | 6.02
simple gates | 18.7
flops | 10.1
compound gates | 31.2
fa+ha+maj | 21.3
routing by layer:
metal	vias to the layer above	routed length, microns
met1	3108	10400
met3	24	1170
met5	-	0
met2	200	9160
met4	0	399
li1	3453	-
state kept, by name, summed over array words and instances, names as in the netlist:
register / flops
ALU_Result: 32
Zero: 1
layout by cell type, fill, tap and decap left out, types with 4 or more instances in the layout:
| cell type | synthesis | layout |
|---|---|---|
| a21oi_1 | 114 | 114 |
| nand2b_1 | 10 | 10 |
| nor2b_1 | 11 | 11 |
| a21o_1 | 14 | 14 |
| a31oi_1 | 16 | 16 |
| dfxtp_1 | 33 | 33 |
| o31ai_1 | 12 | 12 |
| and3_1 | 9 | 9 |
| or2_2 | 4 | 4 |
| nand4_1 | 5 | 5 |
| a2111oi_0 | 5 | 5 |
| o22ai_1 | 4 | 4 |
| nand3_1 | 17 | 17 |
| nor4_1 | 11 | 11 |
| nand2_1 | 47 | 47 |
| o31a_1 | 4 | 4 |
| buf_4 | 1 | 10 |
| inv_1 | 94 | 94 |
| ha_1 | 108 | 108 |
| nor2_1 | 116 | 114 |
| clkbuf_16 | 0 | 5 |
| and2_1 | 5 | 5 |
| o21ai_1 | 4 | 4 |
| a22oi_1 | 6 | 6 |
| a211oi_1 | 16 | 16 |
| clkdlybuf4s50_1 | 0 | 101 |
| o21ai_0 | 36 | 36 |
| mux2i_1 | 37 | 37 |
| o211ai_1 | 12 | 12 |
| xnor2_1 | 25 | 25 |
| nor3_1 | 16 | 16 |
| o21bai_1 | 13 | 13 |
| a221oi_1 | 16 | 16 |
where the power goes:
part	total [uW]	internal (uW)	switching (uW)
Sequential	169	164	5.36
Combinational	429	194	236
Clock	196	116	79.9
Total	795	474	321
Power figures rest on the tool's default switching activity, not on a simulated workload.
