**flow/run.sh**
```bash
#!/bin/bash
# OpenROAD 26Q1-2900-gdf79404cd8, Yosys 0.63+post, stock flow scripts
make -C /OpenROAD-flow-scripts/flow DESIGN_CONFIG=/design/flow/config.mk WORK_HOME=/design/flow/orfs finish
```
**flow/config.mk**
```make
export PLATFORM = sky130hd
export DESIGN_NAME = Data_Memory
export DESIGN_NICKNAME = Data_Memory
export VERILOG_FILES = /design/flow/design.v
export SDC_FILE = /design/flow/constraint.sdc
export NUM_CORES = 4
export LEC_CHECK = 1
export CORE_UTILIZATION = 40
```
**flow/constraint.sdc**
```tcl
current_design Data_Memory

set clk_period 55.4
set clk_io_pct 0.2

create_clock -name clk0 -period $clk_period [get_ports {clk}]

set non_clock_inputs [all_inputs -no_clocks]
set_input_delay [expr $clk_period * $clk_io_pct] -clock clk0 $non_clock_inputs
set_output_delay [expr $clk_period * $clk_io_pct] -clock clk0 [all_outputs]
```
**flow/design.v**
```verilog
`timescale 1ns / 1ps
module Data_Memory(
    input [6:0] Address,
    input [31:0] Write_data,
    output reg[31:0] Read_data,
    input MemWrite,
    input memRead,
	 input clk
    );
	reg [31:0]memory[127:0];
	initial begin
		memory[13] = 3;
	end
	always@(posedge clk)begin
		if(memRead)
			Read_data <= memory[Address];
		if(MemWrite)
			memory[Address] <= Write_data;
	end
endmodule
```
==> results.json <==
{
  "worst_ep_arrival_time_ns": 17.13,
  "cp_max_fo": 75,
  "die_width_um": 630,
  "place_congestion": 0.996,
  "topCellsByArea": "edfxtp_1 79%, a221oi_1 4.7%, a22oi_1 2.2%, mux2_2 2.0%, a21oi_1 1.3%",
  "postSynthAreaPerCell_um2": 17.6,
  "layout_top_cells": "4128 x edfxtp_1, 845 x a221oi_1, 562 x buf_4",
  "rsz0062_at_grt": "no",
  "post_cts_buffers": 0,
  "hold_viol": 0,
  "fp-row-count": 230,
  "finalSetupTns_ns": 0,
  "worstRegToRegCells": 5,
  "hp-class": "flip-flop to flip-flop",
  "cts_resized": 0,
  "r2r_slack_ns": 51.84,
  "detail_route.wl_per_cell_um": 38.7,
  "ys_warn_count": 1,
  "clkSinkCount": 4128,
  "port_buffers": 73,
  "cellPowerDensity_nw_per_um2": 36.7,
  "clk_pin_slew_ns": 0.07,
  "synth_cell_types": 75,
  "p_leak_nw": 55.3,
  "fp-utilization_pct": 40.2,
  "via_per_inst": 6.39,
  "finalCritPeriodShare_pct": 29.6,
  "maxSlewHeadroom_pct": -5.16,
  "combGateArea_um2": 31700,
  "root_buffer": "clkbuf_16",
  "grt_pass1_vias": 99180,
  "seqCellArea_um2": 124000,
  "worst_pin_slew_ns": 1.57,
  "ant_nets": 0,
  "crit_path_end_kind": "flip-flop",
  "fill_cells": 31902,
  "setup_violations": 0,
  "yosysSeqAreaShare_pct": 78.7,
  "netlist_area_um2": 158000,
  "period_minus_slack_ns": 16.39,
  "skew_ns": 0.0680,
  "netlist.area_leader.share_pct": 78.7,
  "coreArea_um2": 392000,
  "synth_cells": 8954,
  "violations": "capacitance limit, slew limit",
  "die_h_um": 630,
  "synth_flops": 4128,
  "drt_iter0_drc": 7979,
  "cts_buffers": 408,
  "ff_type": "edfxtp_1",
  "ys_cells": 8954,
  "grtUsageTotal_pct": 31.6,
  "antenna_found_initial": 72,
  "ios": 74,
  "lay_top_count": "edfxtp_1",
  "ys_area_um2": 158000,
  "warning_count": 27,
  "cp.required_ns": 56.14,
  "grt_pass1_wl_mm": 788,
  "via_count": 95011,
  "cts_buffer_depth": 4,
  "dpl.hpwl_mm": 346,
  "dr.pass1.iters": 6,
  "startpoint_type": "input port",
  "cts_tree": "yes",
  "crit_type": "input port to flip-flop",
  "drive_gt1_share_pct": 17.8,
  "die_area_um2": 396000,
  "ir_drop_mv": 0.0280,
  "h-tree-depth": 5,
  "drc": 0,
  "hold_depth": 3,
  "fin_util_pct": 46.0,
  "top_area_cell": "edfxtp_1",
  "place_worst_setup_slack_ns": 38.23,
  "area_growth_syn_to_layout_pct": 14.4,
  "clock.fmax_ghz": 0.0610,
  "edf_count": 4128,
  "cts_hold_buf": 0,
  "max_cap_viol_count": 1,
  "clock_latency_ns": 1.01,
  "worst_slack_ns": 39.01,
  "final_max_slew_viol_count": 4,
  "drt_wl_total_mm": 576,
  "grt_overflow": 0,
  "ys_async_sr_fraction_pct": 0,
  "grt_max_degree": 93,
  "status": "complete, but fails checks"
}
[final cells by class]
cell class              instances  share of cell area, %
diodes                         76                  0.106
clock buffers                 499                   5.92
multi-input cells            4092                   17.6
clock inverters               243                   1.30
inverters                       7                 0.0278
repair buffers                613                   2.67
well taps                    5220                   3.62
flip-flops and latches       4128                   68.8
[synthesized netlist by cell type, types with 22 or more instances]
library cell	n
nand2_1	241
a221o_1	64
buf_2	239
o22a_1	31
o22ai_1	170
o221ai_1	49
edfxtp_1	4128
buf_4	26
a221oi_1	847
mux2_2	277
nand2b_1	22
mux4_2	70
nor2b_1	108
a22oi_1	468
nand3_1	27
nand3b_1	31
a22o_1	43
a211oi_1	43
buf_1	135
mux2i_1	127
nor2_1	290
a21oi_1	425
o21ai_0	324
clkbuf_1	324
nor3_1	43
a222oi_1	44
o2bb2ai_1	25
[cell families (layout without fill, tap and decap cells)]
group                  count (synthesis)  count (layout)  synth area share (%)
buffers and inverters                734            1362                  2.01
muxes                                476             476                  3.80
other                                  0              76                     0
AOI/OAI and AO/OA                   2731            2731                  12.8
and+or+nand+nor                      885             885                  2.72
DFF                                 4128            4128                  78.7
[per-layer routing]
metal | up-vias | routed length [µm] | global-route usage, %
met5 | - | 4770 | 10.7
met4 | 121 | 35900 | 15.5
met3 | 1477 | 132000 | 32.3
met2 | 8605 | 244000 | 41.5
met1 | 46503 | 160000 | 30.5
li1 | 38305 | - | -
[per-stage QoR]
stage	hold WS [ns]	cells	cell area, µm²	total power [mW]
final	0.790	14878	180000	6.61
after global routing	0.829	14840	180000	6.76
after CTS	0.789	14800	180000	6.61
after detailed placement	0.772	14058	167000	3.94
after global placement	0.757	14051	167000	3.93
after floorplan	0.628	8954	158000	3.69
[sequential cells by signal, indices dropped and copies added, names as in the netlist]
register,flops
Read_data,32
memory,4096
[final timing paths]
check | to | from
worst max register to register | Read_data[0] | memory[66][0]
worst min-delay path | Read_data[30] | memory[20][30]
worst max-delay path | Read_data[18] | Address[0]
worst min register to register | Read_data[30] | memory[20][30]
[worst max-delay path: stages]
cell      delay, ns
buf_8          0.37
buf_4          0.63
buf_4          0.55
buf_4          0.65
buf_4          0.66
buf_4          0.67
mux2_2         0.41
nand2_1        0.06
a21oi_1        0.08
o21ai_0        1.14
o211ai_1       0.18
or4_1          0.45
[power breakdown]
part	internal, mW	switching (mW)	total, mW
sequential	3.45	0.0135	3.47
combinational	0.103	0.320	0.422
clock	1.54	1.18	2.72
Power figures rest on the tool's default switching activity, not on a simulated workload.
