==> /design/flow/design.v <==
`timescale 1ns / 1ps
module Register_File(
    input [4:0] ReadRegister_1,
	 output [31:0] Read_Data_1,
    input [4:0] ReadRegister_2,
	 output [31:0] Read_Data_2,
    input [4:0] WriteRegister,
    input [31:0] WriteData,
	 input RegWrite,
	 input clk
    );
	reg [31:0]reg_array[31:0];
	initial begin
		reg_array[0]=0;
	end
	assign Read_Data_1 = reg_array[ReadRegister_1];  
   assign Read_Data_2 = reg_array[ReadRegister_2];
	always@(posedge clk)begin
		if(RegWrite)
			reg_array[WriteRegister] <= WriteData;
	end
endmodule
==> /design/flow/run.sh <==
#!/bin/bash
# OpenROAD 26Q1-2900-gdf79404cd8, Yosys 0.63+post, stock flow scripts
make -C /OpenROAD-flow-scripts/flow DESIGN_CONFIG=/design/flow/config.mk WORK_HOME=/design/flow/orfs finish
==> /design/flow/config.mk <==
export PLATFORM = sky130hd
export DESIGN_NAME = Register_File
export DESIGN_NICKNAME = Register_File
export VERILOG_FILES = /design/flow/design.v
export SDC_FILE = /design/flow/constraint.sdc
export NUM_CORES = 4
export LEC_CHECK = 1
export CORE_UTILIZATION = 40
==> /design/flow/constraint.sdc <==
current_design Register_File

set clk_period 5.1
set clk_io_pct 0.2

create_clock -name clk0 -period $clk_period [get_ports {clk}]

set non_clock_inputs [all_inputs -no_clocks]
set_input_delay [expr $clk_period * $clk_io_pct] -clock clk0 $non_clock_inputs
set_output_delay [expr $clk_period * $clk_io_pct] -clock clk0 [all_outputs]
==> results.sh <==
# physical design summary
export IMPL_hp_class="in -> reg"
export IMPL_worst_pin_slew_ns=0.796
export IMPL_synth_area_top_cells="edfxtp_1 63%, mux2i_1 21%, a22oi_1 3.0%"
export IMPL_synth_cells=3386
export IMPL_yosys_stat_area_sq_um=48800
export IMPL_hold_path_end="reg_array[9][21]$_DFFE_PP_"
export IMPL_drive_above_1_share=0.110
export IMPL_ys_cells=3386
export IMPL_final_core_util=0.467
export IMPL_drt_initial_drc_count=1917
export IMPL_area_growth_pct=15.3
export IMPL_layoutNonFillerInstCount=5263
export IMPL_setup_viol=0
export IMPL_cts_tree="built"
export IMPL_portBuffers=112
export IMPL_status="complete, no violations"
export IMPL_max_stage_delay_ns=0.67
export IMPL_critical_path_arrival_ns=3.85
export IMPL_maxSlewViolCount=0
export IMPL_maxCapViolations=0
export IMPL_crit_chain="clkdlybuf4s50_1 > and2_4 > buf_4 > a22oi_1 > a31oi_1 > nand3_1 > clkdlybuf4s50_1"
export IMPL_cts_resized=0
export IMPL_critPathTopFamily="buffers and inverters"
export IMPL_rows=127
export IMPL_rsz0062_at_grt="false"
export IMPL_ios=113
export IMPL_top_area_frac=0.630
export IMPL_ys_flops=1024
export IMPL_syn_area_sq_um=48800
export IMPL_globalplace_congestion=0.902
export IMPL_clkTransAtPathRegs_ns=0.06
export IMPL_largestRegisters="reg_array x1024"
export IMPL_cts_root_buffer="clkbuf_16"
export IMPL_postRouteAntennaNets=0
export IMPL_vias=31000
export IMPL_yosysWarningCount=1
export IMPL_worstPathRequired_ns=4.08
export IMPL_clockBufferDepth=3
export IMPL_core_area_sq_um=120000
export IMPL_cts_max_level=3
export IMPL_ys_seq_frac=0.630
export IMPL_maxSlewHeadroom=0.468
export IMPL_worst_path_buf_inv=3
export IMPL_wirelength_mm=151
export IMPL_cp_slowest_cell="clkdlybuf4s50_1"
export IMPL_clock_fmax_mhz=205
export IMPL_min_period_ns=4.87
export IMPL_routed_via_density=5.88
export IMPL_postCtsHoldBufs=0
export IMPL_drcViolationCount=0
export IMPL_die_w_um=351
export IMPL_hold_path_depth=2
export IMPL_critPathLaunchType="input port"
export IMPL_warning_count=26
export IMPL_final_cell_area_sq_um=56200
export IMPL_lay_top_cells="1024 x mux2i_1, 1024 x edfxtp_1, 194 x nand3_1"
export IMPL_peakVddDrop_mv=0.356
export IMPL_yosysTopAreaCell="edfxtp_1"
export IMPL_clock_sinks=1024
export IMPL_power_density_nw_per_um2=330
export IMPL_grt_antenna_before_repair=7
export IMPL_cts_buffers=105
export IMPL_routedWlPerCell_um=28.6
export IMPL_hold_violations=0
export IMPL_floorplan_core_util=0.405
export IMPL_die_h_um=351
export IMPL_path_class="in -> out"
export IMPL_crit_top_cell="clkdlybuf4s50_1"
export IMPL_placed_cells=5071
export IMPL_grt_overflow=0
export IMPL_grt_max_degree=75
export IMPL_min_delay_start="WriteData[21]"
export IMPL_regMostFlops="reg_array"
export IMPL_grt_usage=0.263
export IMPL_grt_pass1_wl_mm=218
export IMPL_worst_setup_path_end_kind="primary output"
export IMPL_place_hpwl_mm=87.7
export IMPL_grt_pass1_vias=32200
export IMPL_cts_setup_buffers=0
export IMPL_postSynthAreaPerCell_sq_um=14.4
export IMPL_cp_max_fo=31
export IMPL_first_pass_iters=7
export IMPL_largest_reg_flops=1024
export IMPL_tns_ns=0
export IMPL_dieArea_sq_um=123000
export IMPL_placed_cell_area_sq_um=53000
export IMPL_final_min_period_over_clock_period=0.954
export IMPL_yosys_cell_types_count=23
export IMPL_p_leak_nw=20.7
## metrics by stage
| step | hold WS [ns] | total power, mW | worst slack [ns] |
|---|---|---|---|
| finish | 1.15 | 18.5 | 0.233 |
| global route | 1.17 | 19.1 | 0.187 |
| CTS | 1.13 | 18.6 | 0.267 |
| detailed placement | 1.85 | 11.4 | 0.259 |
| global placement | 1.86 | 11.4 | 0.297 |
| floorplan | 1.12 | 10.5 | 1.65 |
## Yosys cell counts (all sizes together)
cell type	number
or3b	3
clkbuf	90
a21oi	192
or2	2
or3	1
nand3	194
nand2	195
a31oi	64
mux2i	1024
nor2	35
nor2b	4
nand3b	5
a22oi	192
a22o	128
buf	163
edfxtp	1024
nor3	64
and2	2
nand2b	4
## how the worst max path moves through the flow
stage	start	endpoint	slack, ns	cells past startpoint
final	ReadRegister_2[0]	Read_Data_2[16]	0.23	7
after CTS	ReadRegister_2[0]	Read_Data_2[16]	0.27	7
after global routing	ReadRegister_2[0]	Read_Data_2[24]	0.19	8
## routing by layer
layer / GRT usage / vias up / share of wire
met5: 0 / - / 0.00033
met4: 0.0717 / 8 / 0.035
met3: 0.148 / 280 / 0.13
met2: 0.396 / 1554 / 0.46
met1: 0.341 / 15300 / 0.37
li1: - / 13800 / -
## logic make-up after synthesis
logic type / count (synthesis) / share of synthesized area
muxes: 1024 / 0.210
buffers and inverters: 253 / 0.0321
DFF: 1024 / 0.630
and+or+nand+nor: 509 / 0.0471
AOI/OAI and AO/OA: 576 / 0.0804
## area by class of cell
| cell class | count | area, sq um |
|---|---|---|
| Antenna cell | 3 | 7.51 |
| Clock buffer | 129 | 2800 |
| Timing Repair Buffer | 326 | 3460 |
| Clock inverter | 60 | 428 |
| Fill cell | 10300 | 64200 |
| Tap cell | 1612 | 2020 |
| Sequential cell | 1024 | 30700 |
| Multi-Input combinational cell | 2109 | 16800 |
## where the power goes
group / switching (mW) / total [mW] / internal [mW] / leakage (nW)
Sequential: 0.0394 / 9.40 / 9.36 / 9.22
Clock: 3.17 / 7.33 / 4.17 / 1.58
Combinational: 1.08 / 1.80 / 0.719 / 9.87
Power figures rest on the tool's default switching activity, not on a simulated workload.
